### design.v
module stopwatch(
    input clock,        
    input reset,        
    input start,        
    output a, b, c, d, e, f, g, dp,  
    output [3:0] an     
);
reg [3:0] reg_d0, reg_d1, reg_d2, reg_d3;  
reg [22:0] ticker;                          
wire click;                                 
always @(posedge clock or posedge reset) begin
    if (reset)
        ticker <= 0;
    else if (ticker == 5000000)            
        ticker <= 0;
    else if (start)                        
        ticker <= ticker + 1;
end
assign click = (ticker == 5000000) ? 1'b1 : 1'b0;
always @(posedge clock or posedge reset) begin
    if (reset) begin
        reg_d0 <= 0;
        reg_d1 <= 0;
        reg_d2 <= 0;
        reg_d3 <= 0;
    end
    else if (click) begin
        if (reg_d0 == 9) begin
            reg_d0 <= 0;
            if (reg_d1 == 9) begin
                reg_d1 <= 0;
                if (reg_d2 == 5) begin
                    reg_d2 <= 0;
                    if (reg_d3 == 9)
                        reg_d3 <= 0;
                    else
                        reg_d3 <= reg_d3 + 1;
                end
                else
                    reg_d2 <= reg_d2 + 1;
            end
            else
                reg_d1 <= reg_d1 + 1;
        end
        else
            reg_d0 <= reg_d0 + 1;
    end
end
localparam N = 18;                
reg [N-1:0] count;                
always @(posedge clock or posedge reset) begin
    if (reset)
        count <= 0;
    else
        count <= count + 1;
end
reg [6:0] sseg;                   
reg [3:0] an_temp;                
reg reg_dp;                        
always @(*) begin
    case (count[N-1:N-2])
        2'b00: begin
            sseg = reg_d0;        
            an_temp = 4'b1110;
            reg_dp = 1'b1;
        end
        2'b01: begin
            sseg = reg_d1;        
            an_temp = 4'b1101;
            reg_dp = 1'b0;
        end
        2'b10: begin
            sseg = reg_d2;        
            an_temp = 4'b1011;
            reg_dp = 1'b1;
        end
        2'b11: begin
            sseg = reg_d3;        
            an_temp = 4'b0111;
            reg_dp = 1'b0;
        end
    endcase
end
assign an = an_temp;               
reg [6:0] sseg_temp;
always @(*) begin
    case (sseg)
        4'd0 : sseg_temp = 7'b1000000;
        4'd1 : sseg_temp = 7'b1111001;
        4'd2 : sseg_temp = 7'b0100100;
        4'd3 : sseg_temp = 7'b0110000;
        4'd4 : sseg_temp = 7'b0011001;
        4'd5 : sseg_temp = 7'b0010010;
        4'd6 : sseg_temp = 7'b0000010;
        4'd7 : sseg_temp = 7'b1111000;
        4'd8 : sseg_temp = 7'b0000000;
        4'd9 : sseg_temp = 7'b0010000;
        default : sseg_temp = 7'b0111111;  
    endcase
end
assign {g, f, e, d, c, b, a} = sseg_temp;
assign dp = reg_dp;
endmodule
### run.sh
#!/bin/bash
# OpenROAD 26Q1-2900-gdf79404cd8, Yosys 0.63+post, stock flow scripts
make -C /OpenROAD-flow-scripts/flow DESIGN_CONFIG=/design/flow/config.mk WORK_HOME=/design/flow/orfs finish
### config.mk
export PLATFORM = sky130hd
export DESIGN_NAME = stopwatch
export DESIGN_NICKNAME = stopwatch
export VERILOG_FILES = /design/flow/design.v
export SDC_FILE = /design/flow/constraint.sdc
export NUM_CORES = 4
export LEC_CHECK = 1
export CORE_UTILIZATION = 40
### constraint.sdc
current_design stopwatch

set clk_period 3.4
set clk_io_pct 0.2

create_clock -name clk0 -period $clk_period [get_ports {clock}]

set non_clock_inputs [all_inputs -no_clocks]
set_input_delay [expr $clk_period * $clk_io_pct] -clock clk0 $non_clock_inputs
set_output_delay [expr $clk_period * $clk_io_pct] -clock clk0 [all_outputs]
==> results.yml <==
# yosys + openroad results
final_timing:
  tightest_slew_ps: 709
  max_slew_margin_pct: 52.7
  setup_slack_ps: 213
  fmax_ghz: 0.314
  tns_ps: 0
  post-route-period-util_pct: 93.7
  maxSlewViolCount: 0
  hold_viol: 0
  period_needed_ps: 3190
  setup_viol: 0
  fin_skew_ps: 8.59
  rsz0062_at_grt: "false"
global_routing:
  grt_usage_pct: 15.4
  grt_overflow_total: 0
  grt_pass1_vias: 2134
  grt_pass1_wl_mm: 10.1
  grt_max_degree: 58
  antenna_found_initial: 0
setup_path:
  cp_num_buf_inv: 1
  cp_max_fo: 10
  r2r_slack_ps: 1390
  critical_path_class: "reg2out"
  r2r-end: "reg_d3[1]"
  critPathArrivalTime_ps: 2510
  end_kind: "output port"
  worstPathCellList: "mux4_2 > nand2b_1 > mux2_2 > o21ai_1 > clkdlybuf4s50_1"
  critPathTopFamily: "multiplexers"
  slowest_stage: "mux4_2"
  crit_path_start_kind: "flop"
  startpoint: "count[16]"
  rr_startpoint: "reg_d0[1]"
  max_stage_delay_ps: 630
  cp.required_ps: 2720
  reg2regPathDepth: 4
synthesis:
  top_area_cell: "dfrtp_1"
  synth-edff-count: 0
  synth_warnings: 1
  syn_area_per_cell_sq_um: 10.1
  syn_area_sq_um: 3090
  synth_seq_share_pct: 46.2
  numSynthFlops: 57
  synth.area.top_cells: "dfrtp_1, xnor2_1, xor2_1"
  netlist_instances: 307
  ys_chip_area_sq_um: 3090
  netlist.area_leader.share_pct: 46.2
  ff_type: "dfrtp_1"
  yosysUniqueCellTypes: 48
  synth-async-reset-ratio_pct: 100
  ys_cells: 307
placement:
  routabilityCongestion: 0.844
  place_ws_ps: 462
  place_inst: 416
  place_hpwl_mm: 3.90
  io_buffers: 14
clocking:
  cts_root_buf: "clkbuf_8"
  clk_pin_slew_worst_paths_ps: 70
  insertion_delay_ps: 330
  clock-sinks: 57
  cts_buffer_depth: 2
  htree_levels: 3
  cts_tree: "yes"
  numCtsBuffers: 9
  post_cts_buffers: 0
layout:
  instances_no_fill: 431
  areaGrowthSynthToFinish_pct: 15.7
  drive_gt1_share_pct: 10.8
detailed_routing:
  final_antenna_net_count: 0
  post_drt_wl_per_cell_um: 13.3
  routed_wl_mm: 5.74
  num_vias: 2232
  drc: 0
  drtPass1Iterations: 4
  diodes: 0
  via_per_inst: 5.18
  drt_iter0_markers: 111
run_status:
  status: "completed"
run:
  tool_warnings: 28
  maxCapViolCount: 0
hold_path:
  hp-start: "count[15]"
  worstHoldPathCells: 1
  min_to: "count[15]"
  hold_path_class: "reg2reg"
power:
  p_leak_nw: 1.56
  power_density_nw_per_um2: 470
  vdd.ir_drop.worst_mv: 0.369
floorplanning:
  fp_util_pct: 41.9
  dieWidth_um: 89.9
  fp.dieH_um: 89.9
  die_area_sq_um: 8080
  rows: 31
  io_pins: 15
  core_area_sq_um: 7370
[placed cells by master, fill, tap and decap left out, types with 7 or more instances in the layout]
cell,netlist,routed
dfrtp_1,57,56
nand2_1,24,24
xnor2_1,23,23
inv_1,21,20
nand3_1,18,18
nor2_1,18,18
xor2_1,17,17
clkdlybuf4s50_1,0,14
nor3_1,13,13
nand4_1,13,13
clkbuf_8,0,10
nor4_1,9,9
o21ai_0,7,7
[cell type report]
cell class | instances | area (sq um)
Fill cell | 665 | 3790
Multi-Input combinational cell | 223 | 1550
Sequential cell | 57 | 1430
Timing Repair Buffer | 16 | 155
Clock buffer | 10 | 138
Tap cell | 99 | 124
Clock inverter | 5 | 104
Inverter | 21 | 78.8
[repair_timing]
action	4_1_cts	5_1_grt
setup endpoints to repair	0	1
hold buffers	0	0
resized	0	1
[stage by stage]
| stage | power, mW | area, sq um | hold slack (ps) | util (%) |
|---|---|---|---|---|
| after floorplan | 0.883 | 3090 | 439 | - |
| after global placement | 0.920 | 3330 | 456 | 45.2 |
| after detailed placement | 0.922 | 3330 | 457 | 45.2 |
| after CTS | 1.70 | 3580 | 472 | 48.5 |
| after global routing | 1.76 | 3580 | 478 | 48.5 |
| final | 1.68 | 3580 | 463 | 48.5 |
[power by group]
part	total, mW	switching, mW	internal [mW]
combinational	0.127	0.0669	0.0598
sequential	0.784	0.0657	0.718
clock	0.771	0.268	0.503
total	1.68	0.401	1.28
[kinds of logic (layout without fill, tap and decap cells)]
family / after synthesis / count (layout) / synth area share [%]
xor+xnor: 40 / 40 / 11.3
simple gates: 138 / 138 / 25.2
buf+inv: 27 / 52 / 3.68
flops: 57 / 57 / 46.2
compound gates: 27 / 27 / 5.51
fa+ha+maj: 6 / 6 / 2.43
mux: 12 / 12 / 5.67
[layer usage]
layer  vias to the layer above  global-route usage (%)  routed length [um]
li1                       1136                       -                   -
met3                        10                    1.98                 141
met1                      1055                    26.2                3040
met5                         -                       0                   0
met2                        31                    22.6                2470
met4                         0                    2.42                  89
[cell usage after synthesis (all sizes together) (2+ instances only)]
cell type   n
or3         4
o21ai       9
o31a        2
and3        6
mux4        4
nor3       13
xnor2      23
nand2      24
dfrtp      57
o31ai       4
mux2i       4
nor2b       2
and4b       2
nor4b       4
nand4      13
inv        21
xor2       17
buf         5
nand2b      3
ha          6
a21oi       7
mux2        4
nor4        9
and2        2
nand3      19
nor2       19
or2         5
nor4bb      2
and4        4
nor3b       3
[registers in the layout (all words and copies together), names as in the netlist]
register	flops
ticker	23
reg_d2	4
reg_d1	4
reg_d0	4
count	18
reg_d3	4
[worst max path at each step]
| stage | end | depth (start not counted) | slack [ps] |
|---|---|---|---|
| 6_report | d | 5 | 210 |
| 5_1_grt | d | 5 | 70 |
| 4_1_cts | d | 5 | 90 |
Power and IR drop assume default switching activity.
